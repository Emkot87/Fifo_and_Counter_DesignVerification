## ./run.sh

```bash
#!/bin/bash
# OpenROAD 26Q1-2900-gdf79404cd8, Yosys 0.63+post, stock flow scripts
make -C /OpenROAD-flow-scripts/flow DESIGN_CONFIG=/design/flow/config.mk WORK_HOME=/design/flow/orfs finish
```

## ./config.mk

```make
export PLATFORM = sky130hd
export DESIGN_NAME = counter
export DESIGN_NICKNAME = counter
export VERILOG_FILES = /design/flow/design.v
export SDC_FILE = /design/flow/constraint.sdc
export NUM_CORES = 4
export LEC_CHECK = 1
export CORE_AREA = 10 10 91 91
export DIE_AREA = 0 0 101 101
export SYNTH_HDL_FRONTEND = slang
```

## ./constraint.sdc

```tcl
current_design counter

set clk_period 2.8
set clk_io_pct 0.2

create_clock -name clk0 -period $clk_period [get_ports {clk}]

set non_clock_inputs [all_inputs -no_clocks]
set_input_delay [expr $clk_period * $clk_io_pct] -clock clk0 $non_clock_inputs
set_output_delay [expr $clk_period * $clk_io_pct] -clock clk0 [all_outputs]
```

## ./design.v

```verilog
module counter
        (output logic [15:0] data_out,
        input logic [15:0] data_in,
        input logic rst_, ld_cnt, updn_cnt, count_enb, clk);
always_ff @(posedge clk, negedge rst_ ) begin
    if(!rst_) begin
        data_out <= 0;
    end
    else begin 
        if(!ld_cnt) begin 
            data_out <= data_in;
        end
        else if(count_enb) begin
	    if(updn_cnt == 1) data_out <= data_out + 1;
	    else if(updn_cnt == 0) data_out <= data_out - 1; 
        end
    end
end
endmodule
```

==> metrics.csv <==
stage,metric,value,unit
drt,routed_via_density,4.71,
cts,cts_root_buf,clkbuf_8,
hold_path,min_path_type,register to register,
cts,clk_path_buf_depth,2,
power,finalPower,1.20,mW
final_timing,setup-tns-final,0,ps
synth,ys_area,1460,um2
place,post-place-cells,299,
cts,cts_buffers,3,
cts,clkTransAtPathRegs,70,ps
final_layout,final_util,33.7,%
final_timing,fmax,0.369,GHz
synth,ys.flop_type,dfrtp_1,
worst_setup_path,rr_startpoint,data_out[0],
final_layout,area_growth,46.3,%
cts,clock_sinks,16,
cts,cts_repair_resize_count,0,
final_layout,drive_gt1_share,17.8,%
floorplan,die_x,101,um
global_route,grt_usage,8.04,%
cts,tritoncts,done,
drt,remaining_drc_errors,0,
global_route,grt_pass1_wl,6840,um
drt,firstDrtPassIters,4,
synth,numSynthFlops,16,
floorplan,core,6350,um2
synth,yosysWarningCount,0,
worst_setup_path,arrival,2850,ps
synth,ys_types,44,
floorplan,initCoreUtil,23.1,%
final_timing,final.period_utilization,96.7,%
hold_path,hold_depth,2,
final_timing,worst_slack,92.2,ps
final_timing,fin_crit,2710,ps
drt,vias,1422,
cts,htreeDepth,1,
drt,avgRoutedWirePerCell,13.6,um
power,peakVddDrop,0.246,mV
final_timing,drv_slew,0,
synth,synth-async-reset-ratio,100,%
final_layout,reg.largest.list,data_out (16),
flow_run,tool_warnings,25,
final_layout,fillers,640,
place,io_buffers,36,
global_route,antenna_found_initial,0,
synth,yosysSeqAreaShare,27.4,%
place,place_ws,-139,ps
worst_setup_path,reg2regPathDepth,9,
global_route,grt_max_degree,23,
drt,drt_iter0_markers,48,
place,post-dp-hpwl,3270,um
final_layout,largest_reg_flops,16,
synth,syn_area,1460,um2
worst_setup_path,crit_required,2940,ps
worst_setup_path,start_kind,input pin,
final_timing,hold_slack,544,ps
drt,wirelength,4100,um
synth,synth_cells,166,
flow_run,maxCapViolations,0,
worst_setup_path,cp-startpoint,updn_cnt,
final_layout,layoutNonFillerInstCount,302,
power,p_per_area,560,nW/um2
global_route,overflow,0,
cts,postCtsSetupRepairBufs,0,
worst_setup_path,worstReg2RegEnd,data_out[8],
worst_setup_path,critPathKind,input pin to register,
worst_setup_path,path_max_fanout,7,
drt,postRouteAntennaNets,0,
power,p_leak,0.954,nW
synth,yosys_cells,166,
floorplan,pin_count,37,
cts,clock.latency.late_pin,250,ps
floorplan,row_count,29,
floorplan,dieArea,10200,um2
final_timing,skew,4.16,ps
final_timing,maxSlewHeadroom,47.3,%
worst_setup_path,crit_end,data_out[8],
cts,cts-hold-fix-buffers,0,
final_layout,design_area,2140,um2
synth,avgSynthCellArea,8.82,um2
final_timing,rsz0062_at_grt,no,
drt,n_antenna_cell,0,
status,status,"finished, final reports clean",
final_timing,worst_slew_pin_slew,788,ps
synth,edf_count,0,
place,gp_congestion,0.945,
floorplan,die_h,101,um
final_timing,setup_violations,0,
worst_setup_path,critPathCaptureType,register,
final_timing,hold_violations,0,
place,placed_area,2080,um2
final_layout,largest_register,data_out,
worst_setup_path,r2r_slack,560,ps
global_route,grt_pass1_vias,1459,
## logic make-up after synthesis
| group | Yosys count | share of synthesized area (%) |
|---|---|---|
| compound gates | 56 | 25.5 |
| fa+ha+maj | 15 | 13.3 |
| xor+xnor | 12 | 7.18 |
| flops | 16 | 27.4 |
| buf+inv | 11 | 3.25 |
| simple gates | 47 | 17.2 |
| mux | 9 | 6.24 |
## worst min-delay path by stage
stage              end  slack [ps]          from
4_1_cts   data_out[11]         550  data_out[11]
5_1_grt   data_out[11]         580  data_out[11]
6_report  data_out[13]         540  data_out[13]
## power by group
| part | switching, mW | internal, mW | total, mW |
|---|---|---|---|
| combinational | 0.306 | 0.401 | 0.707 |
| clock | 0.0814 | 0.0954 | 0.177 |
| sequential | 0.0418 | 0.275 | 0.317 |
| total | 0.430 | 0.771 | 1.20 |
## cell usage in the layout, fill, tap and decap left out, drive strengths merged, types with 3 or more instances in the layout
cell / instances
ha: 14
mux2i: 8
xnor2: 9
nand2: 9
clkbuf: 3
buf: 25
nand2b: 3
nand3: 3
xor2: 3
o21ai: 13
inv: 6
a21oi: 17
a21o: 8
nand4: 5
clkdlybuf4s50: 36
dfrtp: 16
and2: 3
a22oi: 5
nor2: 14
## area by class of cell
type | instances | area [um2] | area share (%)
clock buffer | 3 | 41.3 | 1.93
inverter | 6 | 22.5 | 1.05
multi-input combinational | 139 | 1030 | 48.2
sequential | 16 | 400 | 18.7
tap | 77 | 96.3 | 4.50
timing repair buffer | 61 | 548 | 25.6
## cell usage after synthesis (2+ instances only)
library cell   n  area, um2
a21boi_0       2       15.0
a21o_1         7       52.6
a21oi_1       17       85.1
a22oi_1        5       37.5
and2_1         3       18.8
and3_1         2       12.5
buf_2          2       10.0
dfrtp_1       16        400
ha_1          14        175
inv_1          6       22.5
mux2i_1        8       80.1
nand2_1        9       33.8
nand2b_1       3       18.8
nand3_1        2       10.0
nand4_1        5       31.3
nor2_1        14       52.6
nor4_1         2       12.5
o21ai_0       12       60.1
o21bai_1       2       15.0
xnor2_1        9       78.8
xor2_1         3       26.3
## metal layers
layer / vias to the layer above / track usage [%] / share of wire [%]
li1: 739 / - / -
met1: 642 / 11.4 / 51
met5: - / 0 / 0
met2: 37 / 12.1 / 41
met4: 0 / 0.643 / 0.85
met3: 4 / 2.77 / 7.9
## worst max-delay path, stage by stage
cell	delay (ps)
clkdlybuf4s50_1	480
inv_1	140
buf_4	180
ha_1	330
o21ai_0	130
o21bai_1	150
a21o_2	260
a31o_4	260
mux2i_1	110
a221o_1	250
Power is estimated from default activity; no workload was simulated.
