**flow/design.v**
```verilog
module fifo
        #(parameter WIDTH = 16,
        parameter DEPTH = 16)
        (output logic [WIDTH-1:0] fifo_data_out,
        output logic fifo_full, fifo_empty,
        input logic [WIDTH-1:0] fifo_data_in,
        input logic rst_, clk, fifo_write, fifo_read);
        logic [$clog2(DEPTH)-1:0] wr_ptr, rd_ptr;
        logic [DEPTH-1:0][WIDTH-1:0] fifo_memory;
        logic [$clog2(DEPTH):0] cnt;
	always_ff @(posedge clk, negedge rst_) begin 
	if(!rst_) begin
	    for(bit[4:0] i = 0 ;i <= DEPTH - 1 ; i++)begin fifo_memory[i] <= 0 ; end
	    wr_ptr <= 0;
   	    rd_ptr <= 0;
	    cnt <= 0;
        end
        else begin
            if(fifo_write && !fifo_full) begin
                fifo_memory[wr_ptr] <= fifo_data_in;
                wr_ptr <= wr_ptr + 1 ;
                cnt <= cnt + 1 ;
            end
            else if(fifo_read && !fifo_empty)begin
                fifo_data_out <= fifo_memory[rd_ptr];
                rd_ptr <= rd_ptr + 1;
                cnt <= cnt - 1;
            end
        end
    end
    always_comb begin
        if(cnt == 0) begin 
            fifo_empty = 1;
            fifo_full = 0;
        end
        else if(cnt == DEPTH) begin 
            fifo_empty = 0;
            fifo_full = 1;
        end
        else begin 
            fifo_empty = 0;
            fifo_full = 0;
        end
    end
endmodule
```
**flow/run.sh**
```bash
#!/bin/bash
# OpenROAD 26Q1-2900-gdf79404cd8, Yosys 0.63+post, stock flow scripts
make -C /OpenROAD-flow-scripts/flow DESIGN_CONFIG=/design/flow/config.mk WORK_HOME=/design/flow/orfs finish
```
**flow/config.mk**
```make
export PLATFORM = sky130hd
export DESIGN_NAME = fifo
export DESIGN_NICKNAME = fifo
export VERILOG_FILES = /design/flow/design.v
export SDC_FILE = /design/flow/constraint.sdc
export NUM_CORES = 4
export LEC_CHECK = 1
export CORE_UTILIZATION = 50
export SYNTH_HDL_FRONTEND = slang
```
**flow/constraint.sdc**
```tcl
current_design fifo

set clk_period 7.0
set clk_io_pct 0.2

create_clock -name clk0 -period $clk_period [get_ports {clk}]

set non_clock_inputs [all_inputs -no_clocks]
set_input_delay [expr $clk_period * $clk_io_pct] -clock clk0 $non_clock_inputs
set_output_delay [expr $clk_period * $clk_io_pct] -clock clk0 [all_outputs]
```
==> summary.rpt <==
SETUP PATH
--------------------------------------------------------------------------------------------------
Critical path start-end classification                                                     reg2out
Worst Setup End Kind                                                                    output pin
Worst r2r dst                                                                         fifo_data_out[14]
Ordered cell list for the critical path                                               or4_1 > nor2_1 > clkdlybuf4s50_1
Crit path max-delay cell type                                                         sky130_fd_sc_hd__or4_1
Required time at the endpoint of the critical path                                         5.60 ns
Crit-path max FO                                                                                 6
Number of buffers and inverters on the critical path                                             1
Type of origin of the critical path                                                           flop
Startpoint of the worst-slack reg-to-reg timing path                                     rd_ptr[1]
Reg-to-reg setup timing slack                                                              4.28 ns
Data arrival time at the worst-slack endpoint                                              2.29 ns
Family with the most delay on the worst path                                          simple AND/OR/NAND/NOR gates
Delay of the slowest cell on the worst path                                                0.59 ns
Depth of the worst register-to-register path                                                     6

ROUTING
--------------------------------------------------------------------------------------------------
Met1 Routed Length                                                                         13.1 mm
Count of nets left with antenna violations after detail routing                                  0
Routed met3 length                                                                         1.61 mm
Per-cell routed wire length                                                                24.2 um
Initial DRC count                                                                              433
Number of remaining DRC errors                                                                   0
Routed WL                                                                                  29.6 mm
Detailed route wirelength on metal2                                                        14.4 mm
Per-cell via count in the routed design                                                       5.93
Detailed Routing Iterations Pass 1                                                              22
Max Used Layer                                                                                met4
Inserted Diodes                                                                                  0
Vias after detailed routing                                                                  7,265

SYNTH
--------------------------------------------------------------------------------------------------
Post-synth seq share                                                                         53.6%
Share of synthesized registers carrying an async set or reset                                94.4%
Number of warnings reported in the yosys synthesis log                                           0
Chip Area, Yosys                                                                       13,400 um^2
Yosys Instances                                                                                852
Post-synthesis cell type count                                                                  36
Post-Synthesis Mean Instance Area                                                        15.8 um^2
Syn Std Cell Area                                                                      13,400 um^2
Number of standard cells after synthesis                                                       852
Main flop type                                                                        sky130_fd_sc_hd__dfrtp_1
Post-synth regs                                                                                285
Count of flip-flops with a built-in enable after synthesis                                      16

DIE
--------------------------------------------------------------------------------------------------
Die Footprint                                                                          27,600 um^2
Horizontal die dimension                                                                    166 um
Number of top-level design ports                                                                38
DIE HEIGHT                                                                                  166 um
Floorplan Utilization                                                                        51.3%
Core Region                                                                            26,200 um^2
Row count                                                                                       59

STA
--------------------------------------------------------------------------------------------------
Worst rel slew slack                                                                         36.1%
Max Slew Vio Count                                                                               0
Hold violation count in the final report                                                         0
Setup Viol. Count Final                                                                          0
Portion of the clock cycle consumed by the worst path in the final layout                    52.7%
Min Clock Period, post-route                                                               3.69 ns
Setup repair after global routing missed its margin                                             no
Final Skew                                                                               0.0101 ns
Transition at the pin with the smallest max-transition slack                              0.958 ns
Final setup TNS                                                                               0 ns
Maximum clock frequency                                                                    271 MHz

MIN PATH
--------------------------------------------------------------------------------------------------
Hold path depth                                                                                  1
Worst min-delay path endpoint                                                         fifo_memory[36]
Source of the worst hold timing path                                                  fifo_memory[36]
Class of the worst hold path                                                               reg2reg

POWER AND IR DROP
--------------------------------------------------------------------------------------------------
Net switching power                                                                      0.00226 W
Gate power share                                                                             37.7%
Internal cell power                                                                      0.00499 W
Power per unit of standard cell area                                                   485 nW/um^2
Tot Pwr                                                                                  0.00725 W
Proportion of power drawn by the clock network                                               21.6%
Sw Ratio                                                                                     31.2%
Leakage power of the design                                                                6.84 nW
Sequential group share of total power                                                        40.7%
Max IR drop VDD                                                                             283 uV

CLOCK TREE
--------------------------------------------------------------------------------------------------
Clock tree sinks                                                                               285
Resized cells post-CTS                                                                           0
Number of H-tree branching levels                                                                1
Number of hold buffers added after cts                                                           0
Clock transition time at the flip-flop clock pins of the worst setup and hold paths        0.06 ns
TritonCTS Buffers                                                                               31
Worst-skew pair later-pin latency                                                          0.54 ns
Buffer count from post-CTS setup fixing                                                          0
TritonCTS clock tree                                                                           yes
Max Buffers Root-to-Sink                                                                         3
Clk root buf                                                                          sky130_fd_sc_hd__clkbuf_16

RUN
--------------------------------------------------------------------------------------------------
Count of max-cap constraint violations                                                           0
Count of tool warnings                                                                          30

PLACED DESIGN
--------------------------------------------------------------------------------------------------
Number of port buffers                                                                          37
Post-Place Cells                                                                             1,170
Placed Area                                                                            14,000 um^2
HPWL reported at the end of detailed placement                                             16.8 mm
Weighted congestion at the end of routability-driven global placement                        0.792

FINAL LAYOUT
--------------------------------------------------------------------------------------------------
Leading cell types in the layout, fill and taps excluded                              sky130_fd_sc_hd__dfrtp_1, sky130_fd_sc_hd__mux2_2, sky130_fd_sc_hd__mux2_4
Non-Filler Cell Area, Final                                                            14,900 um^2
Total of fill cells in the finished design                                                   1,927
Utilization after layout                                                                     57.0%
Share of final-layout standard cells stronger than drive strength 1                          41.9%
Final instance count without filler cells                                                    1,225
Most frequently placed logic cell in the final layout                                 sky130_fd_sc_hd__dfrtp_1
Synth-to-Final Area Change                                                                   11.1%

RUN STATUS
--------------------------------------------------------------------------------------------------
Run status                                                                            complete, no violations

GRT
--------------------------------------------------------------------------------------------------
Wire length of the first global-routing pass                                               47.7 mm
Number of antenna violations at the first check in global routing                                0
Grt total ovfl                                                                                   0
Pin count of the biggest net entering global routing                                           132
Vias in the first global route                                                               8,063
Global routing usage summed across all routing layers                                        24.0%

## per-layer routing
layer	vias up	track usage, %
met3	34	5.41
li1	3253	-
met2	180	37.8
met1	3798	37.3
met4	0	3.86
met5	-	0
## cells in the mapped netlist, drive strengths merged, types with 8 or more instances
master | instances | area share (%)
nand2 | 19 | 0.53
o21ai | 17 | 0.63
a22oi | 16 | 0.89
dfrtp | 269 | 50
clkbuf | 30 | 0.84
ha | 8 | 0.74
mux2 | 260 | 24
mux4 | 32 | 5.4
mux2i | 65 | 4.8
edfxtp | 16 | 3.6
buf | 36 | 2.1
nand3 | 13 | 1.6
a221oi | 32 | 2.1
## cell type report
type	count	area (um^2)	area share (%)
sequential	285	7220	48.3
multi-input combinational	496	5830	39.0
clock buffer	46	892	5.97
timing repair buffer	49	478	3.20
tap	335	419	2.80
clock inverter	9	96.3	0.645
inverter	5	18.8	0.126
## per-stage QoR
stage	worst slack [ns]	hold WS, ns
floorplan	3.88	0.474
global placement	3.13	0.481
detailed placement	3.07	0.489
CTS	3.28	0.500
global route	3.18	0.512
finish	3.31	0.496
## sequential cells by signal, indices dropped and copies added, names as in the netlist
name	count
fifo_memory	256
fifo_data_out	16
cnt	5
rd_ptr	4
wr_ptr	4
## power groups by stage
stage         Combinational [W]  Clock (W)  Sequential (W)
global route            0.00297    0.00167         0.00306
CTS                     0.00276    0.00161         0.00296
finish                  0.00273    0.00157         0.00295
## cells by family (layout without fill, tap and decap cells)
family                   count (synthesis)  count (layout)  share of synthesized area (%)
multiplexers                           357             357                           34.5
flip-flops                             285             285                           53.6
AND-OR/OR-AND                           73              73                           4.17
buffers and inverters                   71             109                           3.07
AND/OR/NAND/NOR                         47              47                           3.12
XOR/XNOR                                10              10                          0.651
adder cells (fa/ha/maj)                  9               9                          0.893
## how the worst max path moves through the flow
stage                  start          to  slack, ns  depth (start not counted)
after CTS             cnt[0]  fifo_empty       3.28                          3
after global routing  cnt[0]  fifo_empty       3.18                          3
final                 cnt[0]  fifo_empty       3.31                          3
Power and IR drop assume default switching activity.
